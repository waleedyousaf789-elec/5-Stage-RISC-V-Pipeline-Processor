$ cat flow/design.v
`timescale 1ns / 1ps
module MEM_WB_Stage(input logic clk,
                    input logic rst,
                    input logic [31:0] result_in_mem_wb,
                    input logic [31:0] read_data_in_mem_wb,
                    input logic mem_to_reg_in_mem_wb,
                    input  logic [4:0] rd_in_mem_wb,
                    input logic reg_write_in_mem_wb,
                    input logic [31:0] imm_in_mem_wb,
                    input logic [6:0] op_in_mem_wb,
                    input logic U_type_in_mem_wb,
                    input logic jump_in_mem_wb,
                    output logic [31:0] result_out_mem_wb,
                    output logic [31:0] read_data_out_mem_wb,
                    output logic mem_to_reg_out_mem_wb,
                    output logic [4:0] rd_out_mem_wb,
                    output logic reg_write_out_mem_wb,
                    output logic [31:0] imm_out_mem_wb,
                    output logic [31:0] op_out_mem_wb,
                    output logic U_type_out_mem_wb,
                    output logic jump_out_mem_wb
    );
always_ff @(posedge clk or posedge rst) begin
if(rst) begin
result_out_mem_wb<=0;
read_data_out_mem_wb<=0;
mem_to_reg_out_mem_wb<=0;
rd_out_mem_wb<=0;
reg_write_out_mem_wb<=0;
imm_out_mem_wb<=0;
op_out_mem_wb<=0;
U_type_out_mem_wb<=0;
jump_out_mem_wb<=0;
end
else begin
result_out_mem_wb<=result_in_mem_wb;
read_data_out_mem_wb<=read_data_in_mem_wb;
mem_to_reg_out_mem_wb<=mem_to_reg_in_mem_wb;
rd_out_mem_wb<=rd_in_mem_wb;
reg_write_out_mem_wb<=reg_write_in_mem_wb;
imm_out_mem_wb<=imm_in_mem_wb;
op_out_mem_wb<=op_in_mem_wb;
U_type_out_mem_wb<=U_type_in_mem_wb;
jump_out_mem_wb<=jump_in_mem_wb;
end
end    
endmodule
$ cat flow/run.sh
#!/bin/bash
# OpenROAD 26Q1-2900-gdf79404cd8, Yosys 0.63+post, stock flow scripts
make -C /OpenROAD-flow-scripts/flow DESIGN_CONFIG=/design/flow/config.mk WORK_HOME=/design/flow/orfs finish
$ cat flow/config.mk
export PLATFORM = sky130hd
export DESIGN_NAME = MEM_WB_Stage
export DESIGN_NICKNAME = MEM_WB_Stage
export VERILOG_FILES = /design/flow/design.v
export SDC_FILE = /design/flow/constraint.sdc
export NUM_CORES = 4
export LEC_CHECK = 1
export CORE_AREA = 10 10 166 166
export DIE_AREA = 0 0 176 176
$ cat flow/constraint.sdc
current_design MEM_WB_Stage

set clk_period 1.0
set clk_io_pct 0.2

create_clock -name clk0 -period $clk_period [get_ports {clk}]

set non_clock_inputs [all_inputs -no_clocks]
set_input_delay [expr $clk_period * $clk_io_pct] -clock clk0 $non_clock_inputs
set_output_delay [expr $clk_period * $clk_io_pct] -clock clk0 [all_outputs]
==> metrics.yaml <==
drt:
  drt_pre_antenna_iters: 4
  diodes: 0
  drt_iter0_drc: 41
  drt_wl_total_um: 10760
  wl_per_cell_um: 15.22
  vias: 1920
  drc_errors: 0
  routed_via_density: 2.716
  antenna_left: 0
synthesis:
  synthCells: 139
  yosysMostFrequentCell: "dfrtp_1"
  top_cells_by_count: "dfrtp_1 (112), buf_4 (25), conb_1 (1), inv_1 (1)"
  ys_seq_share: 0.9349
  synth.distinct_cells: 4
  yosysChipArea_um2: 2998
  post-synth-top-area-fraction: 0.9349
  ys_top_cells_by_area: "dfrtp_1 (93%), buf_4 (6.3%), conb_1 (0.13%)"
  yosys_cells: 139
  synth.avg_cell_area_um2: 21.57
  numSynthFlops: 112
  netlist_area_um2: 2998
  synth-edff-count: 0
  ff_type: "dfrtp_1"
  largest_area_cell: "dfrtp_1"
  synth_warnings: 1
  async_flop_share: 1.000
timing:
  fmax_mhz: 928.3
  min_period_ns: 1.077
  hold_viol_final: 0
  setup-violations-final: 111
  finalCritPeriodShare: 1.077
  rsz0062_at_grt: "yes"
  setup_ws_ns: -0.07719
  drv_slew: 0
worst_setup_path:
  cp.arrival_ns: 0.88
  crit_chain: "buf_2"
  start_kind: "flip-flop"
  crit_slowest_cell: "dfrtp_1"
  crit_fanout: 1
  critPathKind: "reg -> out"
  end_kind: "primary output"
  path_buffers: 1
  max_stage_delay_ns: 0.40
  required_ns: 0.80
  cpLargestDelayFamily: "flip-flops"
run_status:
  outcome: "complete, but fails checks"
  violations: "negative setup slack"
power:
  power.share.switching: 0.2212
  p_sw_uw: 2019
  p_int_uw: 7108
  p_clk_frac: 0.388
  p_total_uw: 9127
  power_frac_seq: 0.526
  power_frac_comb: 0.086
  p_leak_uw: 0.002445
  irDropWorstVdd_v: 0.0006649
  power_density_nw_per_um2: 1702
global_routing:
  grt_pass1_vias: 2156
  grt_max_degree: 40
  grt_use_met3: 0.02560
  antenna_found_initial: 0
  top_usage_layer: "met2"
  grt_first_pass_wirelength_um: 15600
  grtUsageMet2: 0.1204
  grt_usage: 0.06757
  met1_usage: 0.07593
  grt.overflow.total: 0
die:
  initial_core_util: 0.1244
  die_w_um: 176
  die_y_um: 176
  rows: 57
  pin_count: 251
  chipArea_um2: 30980
  core_area_um2: 24110
placed_design:
  pre_cts_slack_ns: -0.08498
  routabilityCongestion: 0.7564
  io_buffers: 225
  placed_area_um2: 5617
  dp_hpwl_um: 9012
  dp_cells: 691
worst_hold_path:
  hp-class: "in -> reg"
run:
  tool_warnings: 28
  cap_violations: 0
layout:
  area_growth_pct: 78.92
  stdcell_count: 707
  final_cell_area_um2: 5364
  drive_above_1_share: 0.3473
  num-fill-cells: 2640
cts:
  cts_tree: "yes"
  cts_buffers: 9
  cts_sinks: 112
  clockRootBuffer: "clkbuf_16"
  h-tree-depth: 3
  path_clk_slew_ns: 0.08
  post_cts_buffers: 0
  cts_buffer_depth: 2
[cell families after synthesis]
kind of cell / after synthesis / synth area share
flops: 112 / 0.9349
buf+inv: 26 / 0.06386
other cells: 1 / 0.001251
[worst paths after layout]
path	startpoint	end	slack, ns	depth (start not counted)
max in group asynchronous	rst	read_data_out_mem_wb[10]	0.46	3
min in group asynchronous	rst	result_out_mem_wb[18]	0.31	3
worst min-delay path	result_in_mem_wb[10]	result_out_mem_wb[10]	0.28	1
worst max-delay path	read_data_out_mem_wb[7]	read_data_out_mem_wb[7]	-0.08	1
[through the flow]
stage,hold slack [ns],setup TNS (ns),util
3_5_place_dp,0.6482,-0.3980,0.2330
5_1_grt,0.2510,-7.538,0.2225
6_report,0.2777,-2.515,0.2225
4_1_cts,0.2554,-5.802,0.2220
2_1_floorplan,0.2314,-62.43,-
3_3_place_gp,0.6439,-0.3900,0.2330
[registers in the layout, summed over array words and instances, names as in the netlist]
signal / cells
read_data_out_mem_wb: 32
result_out_mem_wb: 32
imm_out_mem_wb: 32
reg_write_out_mem_wb: 1
mem_to_reg_out_mem_wb: 1
U_type_out_mem_wb: 1
rd_out_mem_wb: 5
jump_out_mem_wb: 1
op_out_mem_wb: 7
[cell usage in the layout, fill, tap and decap left out]
cell type and count:
conb_1 25, clkinv_2 1, inv_6 3, clkinvlp_4 2, clkdlybuf4s50_1 113, inv_8 1
buf_12 2, clkbuf_16 9, buf_4 2, dfrtp_1 112, buf_2 109, buf_6 3
clkbuf_8 1
[per-layer routing]
layer,wire [µm],vias to the layer above
met2,5897,100
met1,3780,958
met3,895,12
li1,-,850
met5,0,-
met4,191,0
[repair_timing]
action / CTS / global route
hold buffers: 0 / 0
gates resized: 367 / 2
setup endpoints to repair: 112 / 112
[layout make-up]
cell class                      count  area (µm²)  share of cell area
Clock inverter                      6       50.05            0.009331
Multi-Input combinational cell     25       93.84             0.01749
Tap cell                          324       405.4             0.07558
Timing Repair Buffer              229        1765              0.3291
Clock buffer                       10       239.0             0.04455
Inverter                            1       7.507            0.001400
Sequential cell                   112        2803              0.5225
[power groups by stage]
| stage | sequential [µW] | combinational [µW] | clock, µW |
|---|---|---|---|
| CTS | 4800 | 822 | 3730 |
| global route | 4820 | 872 | 3910 |
| finish | 4800 | 787 | 3540 |
No activity file was given, so power comes from the tool's default toggle rates.
