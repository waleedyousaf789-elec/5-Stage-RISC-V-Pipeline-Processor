==> /design/flow/design.v <==
`timescale 1ns / 1ps
module imm_gen (
    input  logic [31:0] instruction,
    input  logic [6:0]  opcode,
    output logic [31:0] imm_out
);
    always_comb begin
        if (opcode == 7'd35) 
            imm_out = {{20{instruction[31]}}, instruction[31:25], instruction[11:7]};
         else if(opcode==7'd111) 
         imm_out = {{12{instruction[31]}}, instruction[19:12], instruction[20], instruction[30:21], 1'b0};
         else if(opcode==7'd99) 
         imm_out = {{19{instruction[31]}}, instruction[31], instruction[7], instruction[30:25], instruction[11:8], 1'b0};
         else if(opcode==7'd55 || opcode==7'd23 )
         imm_out = {instruction[31:12], {12{1'b0}}};
         else
            imm_out = {{20{instruction[31]}}, instruction[31:20]};
    end
endmodule
==> /design/flow/run.sh <==
#!/bin/bash
# OpenROAD 26Q1-2900-gdf79404cd8, Yosys 0.63+post, stock flow scripts
make -C /OpenROAD-flow-scripts/flow DESIGN_CONFIG=/design/flow/config.mk WORK_HOME=/design/flow/orfs finish
==> /design/flow/constraint.sdc <==
current_design imm_gen

set clk_period 2.8
set clk_io_pct 0.2

create_clock -name clk0 -period $clk_period

set non_clock_inputs [all_inputs -no_clocks]
set_input_delay [expr $clk_period * $clk_io_pct] -clock clk0 $non_clock_inputs
set_output_delay [expr $clk_period * $clk_io_pct] -clock clk0 [all_outputs]
==> /design/flow/config.mk <==
export PLATFORM = sky130hd
export DESIGN_NAME = imm_gen
export DESIGN_NICKNAME = imm_gen
export VERILOG_FILES = /design/flow/design.v
export SDC_FILE = /design/flow/constraint.sdc
export NUM_CORES = 4
export LEC_CHECK = 1
export CORE_AREA = 10 10 70 70
export DIE_AREA = 0 0 80 80
==> impl_metrics.json <==
{
  "run_status": "complete, no violations",
  "ys_seq_frac": 0,
  "warning_count": 39,
  "synth_adder_area_share": 0,
  "postCtsHoldBufs": 0,
  "post-route-min-period_ns": 2.73,
  "cellPowerDensity_nw_per_um2": 109,
  "top_level_ports": 71,
  "transition_time_of_the_tightest_slew_check_pin_ns": 0.311,
  "vias": 766,
  "first_pass_iters": 4,
  "grt_first_pass_wirelength_um": 3960,
  "drive_above_1_share": 0.305,
  "gp_weighted_congestion": 0.772,
  "dpl.hpwl_um": 2150,
  "synth.cellmix.xorXnorShare": 0,
  "yosysCellCount": 54,
  "placement_rows": 21,
  "tns_ns": 0,
  "synth_simple_gate_area_share": 0.293,
  "postRouteAntennaNets": 0,
  "fp.dieW_um": 80,
  "grt_start_max_net_pins": 16,
  "comb_power_share": 1.000,
  "clock.fmax_ghz": 0.366,
  "finalSetupViolCount": 0,
  "final.fill_count": 355,
  "number_of_different_library_cells_in_the_post_synthesis_netlist": 23,
  "antenna-diode-count": 0,
  "max_cap_violations": 0,
  "ys_warn_count": 1,
  "grt_util_all_layers": 0.0741,
  "cp.arrival_ns": 2.17,
  "area_delta_synth_final_pct": 222,
  "synth.cellmix.compoundShare": 0.421,
  "ff_count": 0,
  "timing.hold.worst.class": "in -> out",
  "multiInputGateArea_um2": 414,
  "maxSlewViolCount": 0,
  "slew_headroom": 0.792,
  "internal-power_mw": 0.107,
  "power.share.switching": 0.272,
  "initial_antenna_violation_count": 0,
  "floorplan.die.height_um": 80,
  "required_ns": 2.24,
  "drc_errors": 0,
  "yosys_area_um2": 419,
  "wl_um": 2600,
  "initialDrtViolationCount": 33,
  "slowest_delay_ns": 0.46,
  "synth_cells": 54,
  "share_seq_of_total_power": 0,
  "power.share.clock": 0,
  "initial_core_util": 0.123,
  "die-area_um2": 6400,
  "totalPowerFinal_mw": 0.147,
  "first_global_vias": 876,
  "total_leakage_power_nw": 0.658,
  "grt_overflow": 0,
  "critical_path.startpoint_type": "input pin",
  "wire_length_per_cell_after_detailed_routing_um": 13.9,
  "cp_slowest_cell": "clkdlybuf4s50_1",
  "crit_path_max_fanout": 7,
  "critical_path.cell_chain": "dlygate4sd2_1, or3b_4, buf_6, nor2_4, clkbuf_16, a21o_1, clkdlybuf4s50_1",
  "vdd_drop_max_v": 0.0000427,
  "syn_area_per_cell_um2": 7.76,
  "synth.mux.area_fraction": 0.215,
  "clock_buffers": 0,
  "layout_worst_path_cycle_share": 0.977,
  "critPathKind": "in -> out",
  "routed_via_density": 4.10,
  "hold_viol_final": 0,
  "core_area_um2": 3420,
  "power.net_switching_mw": 0.0401,
  "worst_setup_path_end_kind": "output pin",
  "io_buf_count": 64,
  "netlist_area_um2": 419,
  "register_area_um2": 0,
  "comb_area_leader": "AND-OR/OR-AND gates"
}
cell families after synthesis:
| family | Yosys count |
|---|---|
| AND/OR/NAND/NOR | 18 |
| multiplexers | 8 |
| buffers and inverters | 6 |
| AND-OR/OR-AND | 22 |
cells in the mapped netlist, types with 2 or more instances:
| library cell | count | area [µm²] |
|---|---|---|
| inv_1 | 3 | 11.3 |
| a22o_1 | 4 | 35.0 |
| nor2b_1 | 6 | 37.5 |
| a21o_1 | 11 | 82.6 |
| mux2_2 | 8 | 90.1 |
| nand4b_1 | 2 | 17.5 |
| buf_4 | 2 | 15.0 |
| a21oi_1 | 2 | 10.0 |
| and3_1 | 2 | 12.5 |
worst max-delay path: cells and delay by family:
family | cells | cell delay (ns)
AND-OR/OR-AND | 1 | 0.11
buffers and inverters | 4 | 0.96
AND/OR/NAND/NOR | 2 | 0.54
metal layers:
layer  global-route usage  vias to the layer above  share of wire
met2                0.129                       38           0.49
met4                    0                        0              0
met1               0.0758                      343           0.35
met5                    0                        -              0
li1                     -                      385              -
met3               0.0511                        0           0.15
layout make-up:
cell class	count	area share
multi-input combinational	48	0.306
timing repair buffer	90	0.643
tap	46	0.0426
inverter	3	0.00833
per-stage QoR:
| step | std cells | setup WS, ns | area (µm²) | hold slack [ns] | utilization |
|---|---|---|---|---|---|
| 2_1_floorplan | 54 | 0.679 | 419 | 1.18 | - |
| 3_3_place_gp | 177 | -0.275 | 1230 | 2.07 | 0.360 |
| 3_5_place_dp | 177 | -0.290 | 1230 | 2.07 | 0.360 |
| 4_1_cts | 185 | 0.0319 | 1310 | 1.89 | 0.383 |
| 5_1_grt | 187 | -0.000654 | 1350 | 1.83 | 0.396 |
| 6_report | 187 | 0.0655 | 1350 | 1.79 | 0.396 |
power by group through the flow:
stage	Sequential [mW]	Clock (mW)	Combinational, mW
CTS	0	0	0.150
global route	0	0	0.161
finish	0	0	0.147
path summary, 6_finish.rpt:
kind       startpoint          end  slack, ns  depth (start not counted)
min   instruction[25]  imm_out[25]       1.79                          3
max         opcode[4]  imm_out[21]       0.07                          7
repair_timing:
item	in CTS	in global routing
pin swaps	4	2
endpoints found under the setup margin	31	21
setup buffers	8	1
cloned	0	1
resized	25	8
layout by cell type (no fill, tap or decap), types with 2 or more instances in the layout:
cell             Yosys  layout
a21oi_1              2       2
nand4b_1             2       2
buf_4                2      20
inv_1                3       3
nor2b_1              6       6
dlymetal6s2s_1       0       4
clkdlybuf4s50_1      0      44
and3_1               2       2
a22o_1               4       4
mux2_2               8       8
dlygate4sd2_1        0      14
buf_6                0       4
a21o_1              11      11
Power is estimated from default activity; no workload was simulated.
