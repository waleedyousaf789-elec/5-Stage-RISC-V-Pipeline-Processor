$ cat ./config.mk
export PLATFORM = sky130hd
export DESIGN_NAME = branch_comparison
export DESIGN_NICKNAME = branch_comparison
export VERILOG_FILES = /design/flow/design.v
export SDC_FILE = /design/flow/constraint.sdc
export NUM_CORES = 4
export LEC_CHECK = 1
export CORE_AREA = 10 10 134 134
export DIE_AREA = 0 0 144 144
$ cat ./constraint.sdc
current_design branch_comparison

set clk_period 15.0
set clk_io_pct 0.2

create_clock -name clk0 -period $clk_period

set non_clock_inputs [all_inputs -no_clocks]
set_input_delay [expr $clk_period * $clk_io_pct] -clock clk0 $non_clock_inputs
set_output_delay [expr $clk_period * $clk_io_pct] -clock clk0 [all_outputs]
$ cat ./design.v
module branch_comparison (
    input  logic        jump,
    input  logic        branch,
    input  logic        zero,
    input  logic        less_than,
    input  logic [2:0]  func3,
    input  logic [6:0]  op_ex,
    input  logic [31:0] jal_target,
    input  logic [31:0] jalr_target,
    input  logic [31:0] pc_next,
    input  logic        U_type,
    input  logic [6:0]  op_wb,
    input  logic [31:0] imm_wb,
    input  logic [31:0] alu_result_wb,
    input  logic        mem_to_reg,
    input  logic [31:0] mem_data,
    input  logic        jump_mem_wb,
    output logic [31:0] next_pc,
    output logic [31:0] write_back_data,
    output logic branch_taken
);
    always_comb begin
    branch_taken=0;
        if (jump) begin
            case (op_ex)
                7'd111: next_pc = jal_target;
                7'd103: next_pc = jalr_target;
                default: next_pc = pc_next;
            endcase
        end
        else if (branch) begin
            case (func3)
                3'b000: begin
                        next_pc = zero ? jal_target : pc_next;
                        branch_taken=zero;
                        end
                3'b001: begin
                        next_pc = ~zero ? jal_target : pc_next;
                        branch_taken=~zero;
                        end
                3'b100: begin
                        next_pc = less_than ? jal_target : pc_next;
                        branch_taken=less_than;
                        end
                3'b101: begin
                        next_pc = (~less_than || zero) ? jal_target : pc_next;
                        branch_taken=(~less_than || zero);
                        end
                3'b110: begin 
                        next_pc = less_than ? jal_target : pc_next;
                        branch_taken=less_than;
                        end
                3'b111: begin 
                        next_pc = (~less_than || zero) ? jal_target : pc_next;
                        branch_taken=(~less_than || zero) ;
                        end
                default:next_pc = pc_next;
            endcase
        end
        else next_pc = pc_next;
    end
    always_comb begin
        if (U_type) begin
            case (op_wb)
                7'd55: write_back_data = imm_wb;
                7'd23: write_back_data = jal_target;
                default: write_back_data = alu_result_wb;
            endcase
        end else begin
            write_back_data = jump_mem_wb ? (pc_next-8) :
                              mem_to_reg ? mem_data :
                              alu_result_wb;
        end
    end
endmodule
$ cat ./run.sh
#!/bin/bash
# OpenROAD 26Q1-2900-gdf79404cd8, Yosys 0.63+post, stock flow scripts
make -C /OpenROAD-flow-scripts/flow DESIGN_CONFIG=/design/flow/config.mk WORK_HOME=/design/flow/orfs finish
==> out/summary.json <==
{
  "cts_hold_repair.buffers": {"value": 0},
  "synth.yosys.seq_area_share": {"value": 0, "unit": "%"},
  "core_utilization_before_placement": {"value": 22.9, "unit": "%"},
  "power-per-cell-area": {"value": 27.3, "unit": "nW/µm²"},
  "worst_path_largest_cell_delay": {"value": 0.58, "unit": "ns"},
  "post_syn_instances": {"value": 561},
  "vias": {"value": 5026},
  "grt_start_max_net_pins": {"value": 65},
  "final.clkbuf_count": {"value": 0},
  "critical_path_buf_inv_count": {"value": 2},
  "fp.dieArea": {"value": 20700, "unit": "µm²"},
  "critical_path_peak_fanout": {"value": 6},
  "drtIter0Drc": {"value": 238},
  "cellLeakagePower": {"value": 2.31, "unit": "nW"},
  "final_instance_area": {"value": 6380, "unit": "µm²"},
  "crit_required": {"value": 12.00, "unit": "ns"},
  "drv_cap": {"value": 0},
  "hold_slack": {"value": 6.98, "unit": "ns"},
  "synth.yosys.warnings": {"value": 1},
  "part_of_the_power_in_the_clock_network": {"value": 0, "unit": "%"},
  "antenna_violating_nets_post_route": {"value": 0},
  "placed_area": {"value": 6370, "unit": "µm²"},
  "slew-limit-headroom": {"value": 46.3, "unit": "%"},
  "openroad.warnings": {"value": 32},
  "grt_antenna_before_repair": {"value": 1},
  "core": {"value": 15100, "unit": "µm²"},
  "drt_drc_violations_left": {"value": 0},
  "ys_chip_area": {"value": 3470, "unit": "µm²"},
  "post_cts_resized": {"value": 0},
  "yosysCellCount": {"value": 561},
  "gp_congestion": {"value": 0.846},
  "timing.final.setup_violations": {"value": 0},
  "register_area": {"value": 0, "unit": "µm²"},
  "hpwlAfterDp": {"value": 15700, "unit": "µm"},
  "firstDrtPassIters": {"value": 5},
  "p_int": {"value": 0.000108, "unit": "W"},
  "cp-end-kind": {"value": "output pin"},
  "fmaxAchievable": {"value": 112, "unit": "MHz"},
  "avgRoutedWirePerCell": {"value": 20.8, "unit": "µm"},
  "detail_route.vias_per_cell": {"value": 5.10},
  "number_of_buffers_added_on_ports": {"value": 281},
  "grt_pass1_vias": {"value": 4895},
  "path_class": {"value": "in -> out"},
  "power.switching_fraction": {"value": 38.0, "unit": "%"},
  "groute.usage.overall": {"value": 18.6, "unit": "%"},
  "critPathArrivalTime": {"value": 5.94, "unit": "ns"},
  "drive_gt1_share": {"value": 4.77, "unit": "%"},
  "final.period_utilization": {"value": 59.6, "unit": "%"},
  "combinational_group_share_of_total_power": {"value": 100.0, "unit": "%"},
  "setup_total_negative_slack": {"value": 0, "unit": "ns"},
  "area_growth": {"value": 84.0, "unit": "%"},
  "critPathTopFamily": {"value": "simple AND/OR/NAND/NOR gates"},
  "grt_first_pass_wirelength": {"value": 30100, "unit": "µm"},
  "cp_cell_sequence": {"value": "clkdlybuf4s50_1 -> or4_4 -> or4_4 -> nor4_2 -> mux2_1 -> a211oi_1 -> clkdlybuf4s50_1"},
  "die_h": {"value": 144, "unit": "µm"},
  "total_switching_power": {"value": 0.0000661, "unit": "W"},
  "synth_largest_type_area_fraction": {"value": 22.5, "unit": "%"},
  "synthDominantAreaCellType": {"value": "sky130_fd_sc_hd__mux2i_1"},
  "num_io_pins": {"value": 281},
  "design_power_total": {"value": 0.000174, "unit": "W"},
  "grt_setup_unrepaired": {"value": "false"},
  "summed_instance_area_of_the_synthesized_netlist": {"value": 3470, "unit": "µm²"},
  "fin_crit": {"value": 8.94, "unit": "ns"},
  "utilization_of_the_core_after_routing": {"value": 42.1, "unit": "%"},
  "outcome": {"value": "finished, final reports clean"},
  "ys_types": {"value": 51},
  "std_cell_rows": {"value": 45},
  "netlist_top_cells_area": {"value": "sky130_fd_sc_hd__mux2i_1 23%, sky130_fd_sc_hd__nand2_1 15%, sky130_fd_sc_hd__o211ai_1 10%"},
  "crit_slowest_cell": {"value": "sky130_fd_sc_hd__or4_4"},
  "die.size.x": {"value": 144, "unit": "µm"},
  "post-cts-setup-buffers": {"value": 0},
  "gr_ovfl_total": {"value": 0},
  "worst_pin_slew": {"value": 0.802, "unit": "ns"},
  "vdd_drop_max": {"value": 21.7, "unit": "µV"},
  "report.final.hold_viol_count": {"value": 0},
  "routed_wirelength": {"value": 20500, "unit": "µm"},
  "worst_setup_path_start_kind": {"value": "input port"},
  "timing_max_transition_violations_final": {"value": 0},
  "min_path_type": {"value": "in -> out"},
  "total_number_of_sequential_cells": {"value": 0},
  "share_seq_of_total_power": {"value": 0, "unit": "%"},
  "avgSynthCellArea": {"value": 6.18, "unit": "µm²"}
}
==> cells in the mapped netlist (2+ instances only) <==
master,n
sky130_fd_sc_hd__o211ai_1,46
sky130_fd_sc_hd__nor2b_1,14
sky130_fd_sc_hd__or3_1,5
sky130_fd_sc_hd__buf_2,2
sky130_fd_sc_hd__o31ai_1,4
sky130_fd_sc_hd__nand3_1,35
sky130_fd_sc_hd__a211oi_1,17
sky130_fd_sc_hd__nor4_2,3
sky130_fd_sc_hd__nor4_4,2
sky130_fd_sc_hd__a21oi_1,17
sky130_fd_sc_hd__mux2i_1,78
sky130_fd_sc_hd__nand4_1,2
sky130_fd_sc_hd__or4_1,3
sky130_fd_sc_hd__mux2_2,6
sky130_fd_sc_hd__nor2_1,20
sky130_fd_sc_hd__o21ai_1,13
sky130_fd_sc_hd__o21ai_0,21
sky130_fd_sc_hd__o31a_1,5
sky130_fd_sc_hd__buf_1,10
sky130_fd_sc_hd__or4_4,2
sky130_fd_sc_hd__o21bai_1,3
sky130_fd_sc_hd__and3_1,2
sky130_fd_sc_hd__inv_1,6
sky130_fd_sc_hd__xnor2_1,13
sky130_fd_sc_hd__nor3_1,9
sky130_fd_sc_hd__nand2_1,134
sky130_fd_sc_hd__xor2_1,4
sky130_fd_sc_hd__nor4_1,8
sky130_fd_sc_hd__a22oi_1,2
sky130_fd_sc_hd__or2_2,3
sky130_fd_sc_hd__clkbuf_1,44
sky130_fd_sc_hd__a221oi_1,9
==> power groups by stage <==
stage	registers, W	logic [W]	clock network, W
final	0	0.000174	0.00000000000894
after global routing	0	0.000188	0
after CTS	0	0.000176	0
==> per-layer routing <==
| metal | wire [µm] | global-route usage, % | vias to the layer above |
|---|---|---|---|
| li1 | - | - | 2551 |
| met1 | 8740 | 24.4 | 2285 |
| met2 | 9830 | 31.7 | 182 |
| met3 | 1780 | 4.53 | 8 |
| met4 | 138 | 0.913 | 0 |
| met5 | 0 | 0 | - |
==> cell type report <==
type | count | area [µm²]
multi-input combinational | 498 | 3250
tap | 188 | 235
timing repair buffer | 291 | 2860
fill | 1539 | 8770
inverter | 7 | 26.3
antenna | 1 | 2.50
==> layout by cell type, fill, tap and decap left out, types with 4 or more instances in the layout <==
cell type                         instances
sky130_fd_sc_hd__clkdlybuf4s50_1        276
sky130_fd_sc_hd__nand2_1                134
sky130_fd_sc_hd__mux2i_1                 78
sky130_fd_sc_hd__o211ai_1                46
sky130_fd_sc_hd__nand3_1                 35
sky130_fd_sc_hd__o21ai_0                 21
sky130_fd_sc_hd__nor2_1                  20
sky130_fd_sc_hd__a21oi_1                 17
sky130_fd_sc_hd__a211oi_1                17
sky130_fd_sc_hd__nor2b_1                 14
sky130_fd_sc_hd__o21ai_1                 13
sky130_fd_sc_hd__xnor2_1                 13
sky130_fd_sc_hd__buf_4                   10
sky130_fd_sc_hd__nor3_1                   9
sky130_fd_sc_hd__a221oi_1                 9
sky130_fd_sc_hd__nor4_1                   8
sky130_fd_sc_hd__inv_1                    6
sky130_fd_sc_hd__mux2_2                   6
sky130_fd_sc_hd__o31a_1                   5
sky130_fd_sc_hd__or3_1                    5
sky130_fd_sc_hd__buf_2                    5
sky130_fd_sc_hd__o31ai_1                  4
sky130_fd_sc_hd__xor2_1                   4
==> worst min-delay path, delay by kind of cell <==
family	cells	cell delay, ns
buffers and inverters	2	0.85
and+or+nand+nor	2	0.13
==> kinds of logic after synthesis <==
kind of cell	share of synthesized area (%)
AND/OR/NAND/NOR	35.4
AND-OR/OR-AND	28.2
multiplexers	24.8
buffers and inverters	6.90
XOR/XNOR	4.30
adder cells (fa/ha/maj)	0.361
==> path summary, 6_finish.rpt <==
check                        from                  end  slack [ns]  cells after the start
worst min-delay path   pc_next[1]           next_pc[1]        6.98                      4
worst max-delay path  pc_next[25]  write_back_data[31]        6.06                      7
==> metrics by stage <==
stage	instances	setup slack, ns
final	985	6.06
after global routing	984	5.91
after CTS	984	6.07
after detailed placement	984	6.08
after global placement	984	6.11
after floorplan	561	7.31
Power is estimated from default activity; no workload was simulated.
